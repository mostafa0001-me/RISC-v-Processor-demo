<file path="/design/flow/run.sh">
#!/bin/bash
# OpenROAD 26Q1-2900-gdf79404cd8, Yosys 0.63+post, stock flow scripts
make -C /OpenROAD-flow-scripts/flow DESIGN_CONFIG=/design/flow/config.mk WORK_HOME=/design/flow/orfs finish
</file>
<file path="/design/flow/config.mk">
export PLATFORM = sky130hd
export DESIGN_NAME = MUX
export DESIGN_NICKNAME = MUX
export VERILOG_FILES = /design/flow/design.v
export SDC_FILE = /design/flow/constraint.sdc
export NUM_CORES = 4
export LEC_CHECK = 1
export CORE_AREA = 10 10 71 71
export DIE_AREA = 0 0 81 81
</file>
<file path="/design/flow/constraint.sdc">
current_design MUX

set clk_period 1.0
set clk_io_pct 0.2

create_clock -name clk0 -period $clk_period

set non_clock_inputs [all_inputs -no_clocks]
set_input_delay [expr $clk_period * $clk_io_pct] -clock clk0 $non_clock_inputs
set_output_delay [expr $clk_period * $clk_io_pct] -clock clk0 [all_outputs]
</file>
<file path="/design/flow/design.v">
`timescale 1ns / 1ps
module MUX #(parameter n = 32)(input[n-1:0] in1,input[n-1:0] in2, input choose, output[n-1:0] out);
assign out = choose?in2:in1;
endmodule
</file>
==> metrics.yaml <==
period_used_pct: 118.5
max_cap_violations: 0
fmax_ghz: 0.8438
grt_pass1_wl_um: 4043
die_w_um: 81
routed_via_density: 3.827
cp_cell_sequence: "clkdlybuf4s50_1 -> mux2_4 -> buf_6"
setup_violations: 32
rows: 22
fin_tns_setup_ns: -2.969
netlist_area_sq_um: 544.3
areaGrowthSynthToFinish_pct: 191.7
initCoreUtil_pct: 14.98
die_area_sq_mm: 0.006561
lay_top_count: "dlygate4sd2_1"
totalPowerFinal_uw: 628.6
gp_congestion: 0.8442
ios: 97
tightest_slew_ns: 0.08273
ctsHoldBuffers: 0
port_buffers: 97
failed_checks: "negative setup slack"
tool_warnings: 34
p_leak_uw: 0.0008611
die_h_um: 81
diodes: 0
avgSynthCellArea_sq_um: 15.12
dpl_worst_slack_ns: -0.5301
fill_cells: 361
vias: 708
dr.pass1.iters: 2
layout_top_cells: "46 x dlygate4sd2_1, 32 x mux2_4, 19 x buf_6"
max-slew-margin-rel_pct: 94.48
core_sq_mm: 0.003633
antenna_left: 0
ys_types: 4
drive_gt1_share_pct: 53.28
ys_seq_share_pct: 0
powerDensity_mw_per_mm2: 395.9
hold_path.class: "primary input to output port"
grt_overflow: 0
netlist_instances: 36
crit_path_end_kind: "output port"
max-vdd-ir-drop_uv: 160.7
flop-count: 0
fin_ws_ns: -0.1851
worstPathArrival_ns: 0.99
crit_buf_inv: 2
layout_min_cycle_time_ns: 1.185
dr.first_iter.drc_count: 4
drc: 0
cp-start-kind: "primary input"
antenna_found_initial: 0
path_max_fanout: 1
nClkBuffers: 0
grt_max_degree: 11
ys_area_sq_um: 544.3
yosysCellCount: 36
wirelength_um: 2817
yosys_warnings: 0
grt_setup_unrepaired: "true"
critPathMaxStageDelay_ns: 0.40
comb_area_sq_um: 480.5
grt_use_total_pct: 7.538
regArea_sq_um: 0
path_class: "primary input to output port"
cp_top_family: "buffers and inverters"
finalHoldViolCount: 0
dp_hpwl_um: 2503
status: "complete, but fails checks"
first_global_vias: 758
cp_slowest_cell: "clkdlybuf4s50_1"
slew_viol_final: 0
wl_per_cell_um: 15.23
cp.required_ns: 0.80
-- routing by layer --
metal / part of all wire (%) / global-route usage (%)
met1: 38 / 9.222
met2: 51 / 13.14
met3: 11 / 2.784
met4: 0 / 0
met5: 0 / 0
-- stage by stage --
stage | utilization, % | instance area, sq um | hold WS (ns) | std cells
finish | 43.70 | 1588 | 0.7017 | 185
global route | 43.70 | 1588 | 0.7143 | 185
CTS | 41.53 | 1509 | 0.7999 | 185
detailed placement | 42.08 | 1529 | 1.260 | 181
global placement | 42.08 | 1529 | 1.253 | 181
floorplan | - | 544.3 | 0.4977 | 36
-- worst paths after layout --
check,from,to,slack [ns],depth (start not counted)
worst max-delay path,in1[2],out[2],-0.19,3
worst min-delay path,in2[16],out[16],0.70,3
-- where the power goes --
part	switching [uW]	internal [uW]	leakage (uW)
clock network	0	0	0
registers	0	0	0
logic	136	493	0.000861
total	136	493	0.000861
-- worst min-delay path: cells and delay by family --
kind	cells	cell delay, ns
buf+inv	2	0.16
mux	1	0.14
-- Yosys cell counts --
master	count	share of area, %
buf_12	3	11
buf_6	1	2.1
mux2_2	2	4.1
mux2_4	30	83
-- layout make-up --
cell class / instances / share of cell area, %
multi-input cells: 32 / 30.26
well taps: 48 / 3.783
repair buffers: 105 / 65.96
-- kinds of logic after synthesis --
logic type             after synthesis  share of synthesized area (%)
multiplexers                        32                          86.90
buffers and inverters                4                          13.10
-- timing repair --
action,in CTS,in global routing
hold endpoints to repair,0,0
gates cloned,1,0
setup buffers,3,0
endpoints found under the setup margin,32,32
gates resized,166,15
No activity file was given, so power comes from the tool's default toggle rates.
